<file path="flow/design.v">
`timescale 1ns / 1ps
module GPO(
    input clk,
    input reset,
    input sel,
    input address,
    input we,
    input [31:0] wData,
    output [31:0] rData,
    output [3:0] outPort
    );
    reg [31:0] gpoRegMap[0:1];
    assign outPort = gpoRegMap[1][3:0];
    assign rData = we ? 32'bx : gpoRegMap[address];
    always @(posedge clk, posedge reset) begin
        if (reset) begin
            gpoRegMap[0] = 0;
            gpoRegMap[1] = 0;
        end
        else begin
            if (sel && we) begin
                gpoRegMap[address] = wData;
                end
            end        
      end 
endmodule
</file>
<file path="flow/run.sh">
#!/bin/bash
# OpenROAD 26Q1-2900-gdf79404cd8, Yosys 0.63+post, stock flow scripts
make -C /OpenROAD-flow-scripts/flow DESIGN_CONFIG=/design/flow/config.mk WORK_HOME=/design/flow/orfs finish
</file>
<file path="flow/config.mk">
export PLATFORM = sky130hd
export DESIGN_NAME = GPO
export DESIGN_NICKNAME = GPO
export VERILOG_FILES = /design/flow/design.v
export SDC_FILE = /design/flow/constraint.sdc
export NUM_CORES = 4
export LEC_CHECK = 1
export CORE_UTILIZATION = 40
</file>
<file path="flow/constraint.sdc">
current_design GPO

set clk_period 1.6
set clk_io_pct 0.2

create_clock -name clk0 -period $clk_period [get_ports {clk}]

set non_clock_inputs [all_inputs -no_clocks]
set_input_delay [expr $clk_period * $clk_io_pct] -clock clk0 $non_clock_inputs
set_output_delay [expr $clk_period * $clk_io_pct] -clock clk0 [all_outputs]
</file>
==> out/metrics.csv <==
stage;metric;value;unit
power;relative contribution of combinational cells to total power;0.256;
synth;mux contribution to synthesized area;0.407;
synth;distinct cell type count of the synthesized netlist;10;
flow_run;max capacitance violation total;0;
place;half-perimeter wire length of the detailed placement result;3.54;mm
synth;total of flip-flops plus latches after synthesis;64;
place;Port Buffer Count;72;
worst_setup_path;reg2reg end;gpoRegMap[1][3];
drt;initial DRC count;15;
power;internal power summed over all cells;3.65;mW
die;Core Area;0.00694;mm^2
synth;mean cell area of the mapped netlist;16.6;um^2
timing;Max Clock Freq;0.642;GHz
drt;via/cell ratio;4.68;
drt;Detail Route Antenna Nets;0;
place;total instance count after detailed placement;341;
grt;global-route wire length before repair;9.80;mm
power;fraction of power spent switching nets;0.224;
worst_setup_path;source of the worst register-to-register timing path;gpoRegMap[1][3];
worst_setup_path;Critical Setup Path Class;reg -> out;
drt;drt drc;0;
layout;top library cells by usage in the layout, fill and taps aside;dfrtp_1 (64), mux2_4 (53), mux2_2 (41), clkdlybuf4s50_1 (36), dlygate4sd2_1 (29);
synth;fraction of the mapped netlist area in adder cells;0;
min_path;Hold Path Class;in -> async;
worst_setup_path;Slowest Stage Delay on Critical Path;0.40;ns
die;horizontal die dimension;87.6;um
grt;vias in the first global route;1904;
timing;setup skew after layout;0;ns
clock_tree;htree depth;3;
grt;pin count of the biggest net entering global routing;36;
worst_setup_path;minimum setup slack among reg-to-reg paths;0.60;ns
drt;Vias;1750;
timing;Period minus WS final;1.56;ns
die;Site Rows;30;
grt;total global routing overflow;0;
worst_setup_path;slowest CP cell;clkdlybuf4s50_1;
synth;fraction of the yosys area taken by sequential cells;0.547;
die;vertical extent of the die;87.6;um
timing;final worst path period share;0.973;
die;area of the die;0.00767;mm^2
clock_tree;clock input transition at the sequential cells of the worst setup and hold paths;0.07;ns
timing;unrepaired setup endpoints after global routing;false;
clock_tree;insertion delay at the late pin of the worst-skew pair;0.32;ns
layout;share of final-layout standard cells stronger than drive strength 1;0.507;
synth;Synth Cell Area;0.00293;mm^2
worst_setup_path;signal arrival time at the worst endpoint;1.24;ns
clock_tree;TritonCTS clock tree;built;
die;Boundary Pins;73;
drt;sum of routed wire length over all layers;6.03;mm
drt;per-cell routed wire length;16.1;um
layout;Post-Layout Cell Count;374;
synth;post-synthesis cell count from yosys;177;
worst_setup_path;CP startpoint kind;register;
synth;XOR/XNOR Area Share;0;
worst_setup_path;cell breakdown of the critical path;buf_4 > clkdlybuf4s50_1;
synth;largest non-sequential cell family by area;multiplexers;
synth;Post-Synth Simple-Gate Area;0.0102;
synth;number of standard cells after synthesis;177;
synth;number of warnings issued by yosys;2;
place;last weighted congestion value of the routability-driven placer;0.724;
timing;slew margin rel.;0.869;
worst_setup_path;crit end category;output port;
flow_run;number of warnings the tools reported;25;
power;Max IR drop VDD;607;uV
clock_tree;Bufs on Longest Clock Path;2;
timing;setup violation total in the final timing report;0;
power;leak pwr;2.07;nW
layout;dominant logic cell type in the layout;dfrtp_1;
drt;total iterations of the first detailed-routing run;4;
die;Core Util at FP;0.422;
synth;Complex Gates by Area;0;
drt;Diodes inserted;0;
grt;GRT Overall Usage;0.177;
clock_tree;CTS Buf Count;9;
timing;Tightest Pin Transition;0.197;ns
timing;final hold violation count;0;
layout;synthesis-to-layout area growth;45.9;%
clock_tree;Num Clock Sinks;64;
clock_tree;Root Buffer;clkbuf_8;
power;Clock Power Share;0.299;
power;net switching power;1.06;mW
power;sequential share of power;0.445;
worst_setup_path;depth of the worst register-to-register path;3;
clock_tree;quantity of hold-fixing buffers added after cts;0;
grt;initial antenna violation count;0;
timing;max-slew violations;0;
timing;Final Hold Slack;0.257;ns
synth;area figure in the yosys stat output;0.00293;mm^2
layout;number of flip-flops in the largest register;64;
worst_setup_path;Max Fanout on Critical Path;2;
worst_setup_path;required time of the critical path;1.28;ns
power;pwr/cell area;1100;mW/mm^2
status;run status;finished, final reports clean;
cells by family (layout without fill, tap and decap cells):
family	after synthesis	in the layout
multiplexers	96	96
flip-flops	64	64
buffers and inverters	15	116
AND/OR/NAND/NOR	2	2
cells in the mapped netlist:
cell type  instances  share of area
nand3_2            1         0.0034
buf_2              6          0.010
buf_6              3          0.012
inv_1              1         0.0013
mux2_2            64           0.25
mux2_1             2         0.0077
buf_4              5          0.013
dfrtp_1           64           0.55
mux2_4            30           0.15
nand3b_4           1         0.0068
through the flow:
stage                util  setup slack (ns)  total power [mW]  area, um^2  TNS, ns
floorplan               -             0.316              2.65        2930        0
global placement    0.549            -0.575              3.22        3810   -34.23
detailed placement  0.549            -0.573              3.23        3810   -34.20
CTS                 0.610            0.0182              4.74        4240        0
global route        0.616          0.000553              4.96        4280        0
finish              0.616            0.0429              4.70        4280        0
layer usage:
| layer | routed length, um | vias to the layer above | global-route usage |
|---|---|---|---|
| met1 | 3000 | 874 | 0.286 |
| met3 | 249 | 7 | 0.0391 |
| met5 | 0 | - | 0 |
| met4 | 77 | 0 | 0.0179 |
| met2 | 2700 | 43 | 0.267 |
| li1 | - | 826 | - |
power groups by stage:
stage	registers, mW	clock network, mW	logic [mW]
5_1_grt	2.13	1.52	1.31
4_1_cts	2.08	1.45	1.20
6_report	2.09	1.41	1.21
critical path: cells and delay by family, from the launching register on:
kind	cells	cell delay, ns
buffers and inverters	2	0.53
flip-flops	1	0.37
layout make-up:
cell class	count	area, um^2
Timing Repair Buffer	99	1030
Multi-Input combinational cell	98	1310
Sequential cell	64	1600
Clock buffer	11	151
Tap cell	96	120
Fill cell	535	2670
Inverter	1	7.51
Clock inverter	5	55.1
worst max path at each step:
stage | start | cells past startpoint | slack (ns) | to
after global routing | gpoRegMap[0][30] | 2 | 0.0006 | rData[30]
after CTS | gpoRegMap[1][3] | 2 | 0.02 | outPort[3]
final | gpoRegMap[1][1] | 2 | 0.04 | outPort[1]
what timing repair did:
item,4_1_cts,5_1_grt
buffers inserted,12,2
resized,65,9
endpoints found under the setup margin,32,6
gates cloned,3,0
Power is estimated from default activity; no workload was simulated.
