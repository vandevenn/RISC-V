**design/flow/run.sh**
```bash
#!/bin/bash
# OpenROAD 26Q1-2900-gdf79404cd8, Yosys 0.63+post, stock flow scripts
make -C /OpenROAD-flow-scripts/flow DESIGN_CONFIG=/design/flow/config.mk WORK_HOME=/design/flow/orfs finish
```
**design/flow/config.mk**
```make
export PLATFORM = sky130hd
export DESIGN_NAME = Memory
export DESIGN_NICKNAME = Memory
export VERILOG_FILES = /design/flow/design.v
export SDC_FILE = /design/flow/constraint.sdc
export NUM_CORES = 4
export LEC_CHECK = 1
export CORE_UTILIZATION = 30
```
**design/flow/constraint.sdc**
```tcl
current_design Memory

set clk_period 1.6
set clk_io_pct 0.2

create_clock -name clk0 -period $clk_period [get_ports {clk}]

set non_clock_inputs [all_inputs -no_clocks]
set_input_delay [expr $clk_period * $clk_io_pct] -clock clk0 $non_clock_inputs
set_output_delay [expr $clk_period * $clk_io_pct] -clock clk0 [all_outputs]
```
**design/flow/design.v**
```verilog
`timescale 1ns / 1ps
module Memory(
    input clk,
    input reset,
    input sel,
    input address,
    input we,
    input [31:0] wData,
    output [31:0] rData,
    output [13:0] outPort
    );
    reg [31:0] gpoRegMap[0:1];
    assign outPort = gpoRegMap[1][13:0];
    assign rData = we ? 32'bx : gpoRegMap[address];
    always @(posedge clk, posedge reset) begin
        if (reset) begin
            gpoRegMap[0] = 0;
            gpoRegMap[1] = 0;
        end
        else begin
            if (sel && we) begin
                gpoRegMap[address] = wData;
                end
            end        
      end 
endmodule
```
==> impl_metrics.ini <==
; implementation run metrics
[placement]
pre_cts_ws_ns = -0.120
dp_hpwl_um = 3830
finalWeightedCongestion = 0.702
port_buffers = 82
place_area_um2 = 3980

[sta]
hold_viol_final = 0
worstMarginPinSlew_ns = 0.348
grt_setup_unrepaired = yes
slew-limit-headroom_pct = 76.8
worst_clock_skew_ns = 0
max_freq_ghz = 0.639
setup_ws_ns = 0.0340
setup_viol = 0
drv_slew = 0
period_needed_ns = 1.57
fin_crit_sh_pct = 97.9

[power]
peakVddDrop_v = 0.000522
p_leak_uw = 0.00226
pwr_density_cell_nw_per_um2 = 1110

[setup_path]
critPathTopFamily = buffers and inverters
worstSetupEndpointType = output port
startpoint_type = input pin
reg2reg_slack_ns = 0.61
worst-path-buf-inv = 4
rr_endpoint = gpoRegMap[1][5]
cpPeakStageDelay_ns = 0.29
r2r_cells = 3
worstPathRequired_ns = 1.28
cp_cell_sequence = buf_6, buf_12, buf_8, mux2_4, dlygate4sd2_1
slowest_stage = mux2_4
crit_fanout = 12
worstSetupPathType = input pin to output port
r2r-start = gpoRegMap[1][5]
arrival_ns = 1.25

[route]
drtPass1Iterations = 4
antenna_left = 0
wl_met1_um = 3040
dr_wl_met3_um = 399
route.met2.wl_um = 2680
via_per_inst = 4.23
drt_iter0_drc = 33
wl_per_cell_um = 14.2
drc = 0
drt-total-wl_um = 6190
num_antenna_cells = 0
num_vias = 1839
top_layer = met4

[global_route]
grt_max_degree = 65
overflow = 0
grt_pass1_vias = 1900
antenna_found_initial = 0
grt_use_total_pct = 12.7
grt_pass1_wl_um = 9800

[status]
status = finished, final reports clean

[min_path]
holdCritPathClass = input pin to asynchronous set/reset pin

[die]
io_pins = 83
coreArea_um2 = 9730
die_area_um2 = 10400
die_h_um = 102
fp_util_pct = 30.9
rows = 36
die_w_um = 102

[synth]
synth_top_area_share_pct = 53.3
synthTopCellsByArea = dfrtp_1 (53%), mux2_2 (24%), mux2_4 (15%), buf_4 (3.7%), buf_6 (1.1%)
synth_area_um2 = 3010
syn_avg_cell_area_um2 = 16.1
top_area_cell = dfrtp_1
synth_warnings = 2
ys_area_um2 = 3010
synthesis.instances = 187
synth-seq-cells = 64
ys_seq_share_pct = 53.3
ys_cells = 187
ys_types = 10

[clock_network]
cts_tree = built
clock_path_buffers = 2
ctsHoldBuffers = 0
cts.sink_count = 64
cts-root-buf = clkbuf_8
htreeDepth = 3
clkLatencyLatePin_ns = 0.33
cts_buffers = 9
clk_pin_slew_ns = 0.07

[layout]
area_growth_pct = 53.4
largest_reg_flops = 64
finalInstanceArea_um2 = 4610
drive_gt1_share_pct = 51.3

[flow_run]
log.warning_count = 27
cap_violations = 0
-- stage by stage --
step	TNS, ns	total power, uW	utilization [%]	hold slack [ns]	std cells
5_1_grt	-0.0273	5400	47.4	0.452	435
3_5_place_dp	-5.27	3330	40.9	0.480	388
3_3_place_gp	-4.64	3320	40.9	0.470	388
6_report	0	5100	47.4	0.410	435
4_1_cts	-0.154	5080	45.6	0.411	426
2_1_floorplan	0	2710	-	0.451	187
-- cell type report --
class	count	area [um2]
clock buffer	10	138
clock inverter	6	91.3
fill	857	5120
inverter	1	7.51
multi-input combinational	98	1320
sequential	64	1600
tap	133	166
timing repair buffer	123	1290
-- synthesized netlist by cell type, drive strengths merged --
library cell,count
mux2,96
dfrtp,64
buf,24
inv,1
nand3,1
nand3b,1
-- cells by family (layout without fill, tap and decap cells) --
family | after synthesis | after routing | synth area share (%)
DFF | 64 | 64 | 53.3
muxes | 96 | 96 | 39.7
buffers and inverters | 25 | 140 | 5.99
and+or+nand+nor | 2 | 2 | 0.999
-- worst max-delay path by stage --
| stage | start | endpoint | slack (ns) | depth (start not counted) |
|---|---|---|---|---|
| after CTS | gpoRegMap[0][11] | rData[11] | -0.14 | 2 |
| after global routing | gpoRegMap[1][6] | rData[6] | -0.01 | 2 |
| final | address | rData[2] | 0.03 | 5 |
-- worst min-delay path: stages --
cell and delay (ns):
clkdlybuf4s50_1 0.44, clkinvlp_4 0.09, buf_12 0.30
-- power by group --
part           total [uW]  switching [uW]  internal (uW)
Sequential           2100             171           1920
Combinational        1430             321           1110
Clock                1580             651            924
-- cells in the final DEF, fill, tap and decap left out --
cell type and n:
dfrtp_1 64, mux2_4 55, mux2_2 39, clkdlybuf4s50_1 36, clkdlybuf4s15_1 21, buf_4 20, buf_6 14, dlymetal6s2s_1 12
dlygate4sd2_1 12, clkbuf_8 10, buf_12 7, clkinvlp_4 4, mux2_1 2, bufinv_16 2, nand3_2 1, nand3b_4 1
inv_6 1, buf_8 1
-- per-layer routing --
| layer | global-route usage, % | vias up |
|---|---|---|
| met3 | 3.82 | 7 |
| met2 | 18.1 | 55 |
| met4 | 1.54 | 0 |
| met1 | 20.1 | 908 |
| met5 | 0 | - |
| li1 | - | 869 |
-- repair_timing --
action | CTS | global route
gates resized | 61 | 47
setup buffers | 22 | 10
pin swaps | 0 | 0
endpoints found under the setup margin | 32 | 38
No activity file was given, so power comes from the tool's default toggle rates.
